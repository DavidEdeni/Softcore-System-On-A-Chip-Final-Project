===== /design/flow/design.v =====
`timescale 1ns / 1ps  
module motion_aware_study_timer_top #(parameter BRG_BASE = 32'hc000_0000)
    (
    input logic clk,
    input logic rst,
    output logic [6:0] seg,
    output logic [3:0] an,
    output logic uart_tx_o,
    output logic i2c_scl,
    inout wire  i2c_sda
);
    logic signed [11:0] temperature;
    logic sample_valid;
    logic moving;
    temp_sensor_reader temp (
       .clk(clk),
       .rst(rst),
       .temperature(temperature),
       .valid(sample_valid),
       .i2c_scl(i2c_scl),
       .i2c_sda(i2c_sda)
    );
    motion_classifier mc (
       .clk(clk),
       .rst(rst),
       .sample_valid(sample_valid),
       .value(temperature),
       .moving(moving)
    );
    sseg_driver sseg (
        .clk(clk),
        .rst(rst),
        .value(moving ? 16'd1 : 16'd0),
        .moving(moving),
        .seg(seg),
        .an(an)
    );
    uart_tx2 uart (
       .clk(clk),
       .rst(rst),
       .moving(moving),
       .tx(uart_tx_o),
       .busy()
    );	         
endmodule
`timescale 1ns / 1ps  
module motion_classifier (
    input logic clk,
    input logic rst,
    input logic sample_valid,
    input logic signed [11:0] value,
    output logic moving
);
    logic signed [11:0] last;
    logic signed [12:0] diff;
    always_ff@(posedge(clk), posedge(rst)) begin
       if(rst) begin                         
          last <= 12'sd20;
          moving <= 0;
       end
       else if(sample_valid) begin
          diff <= value - last;
          if(diff < 0)
             diff <= -diff;
             moving <= (diff > 13'sd2);
             last <= value;
       end
    end
endmodule
`timescale 1ns / 1ps  
module sseg_driver (
    input logic clk,
    input logic rst,
    input logic [15:0] value,
    input logic moving,
    output logic [6:0] seg,
    output logic [3:0] an
);
    logic [23:0] flash_counter;
    logic flash_state;
    always_ff@(posedge(clk), posedge(rst)) begin
       if(rst) begin                         
          flash_counter <= 0;
          flash_state <= 0;
       end
       else if(moving) begin
          flash_counter <= flash_counter + 1;
          if(flash_counter == 5_000_000) begin
             flash_counter <= 0;
             flash_state <= ~flash_state;
          end   
       end
       else begin
          flash_counter <= 0;
          flash_state <= 1;  
       end
    end
    always_ff@(posedge(clk), posedge(rst)) begin
       if(rst) begin                         
          an <= 4'b1110;
          seg <= 7'b1000000;
       end
       else begin
          an <= 4'b1110;
          if(moving) begin
             seg <= flash_state ? 7'b1111001 : 7'b0000000;
          end
          else begin
             seg <= 7'b1000000;  
          end
       end
    end
endmodule
`timescale 1ns / 1ps  
module temp_sensor_reader (
    input logic clk,
    input logic rst,
    output logic signed [11:0] temperature,
    output logic valid,
    output logic i2c_scl,
    inout wire i2c_sda
);
    logic [11:0] counter;
    logic [7:0] lfsr;
    assign i2c_scl = 1'b1;
    assign i2c_sda = 1'bz;
    always_ff@(posedge(clk), posedge(rst)) begin
       if(rst) begin                         
          counter <= 0;
          temperature <= 12'sd20;
          valid <= 0;
          lfsr <= 8'hA5;
       end
       else begin
          counter <= counter + 1;
          valid <= 0; 
          if(counter == 1_000_000) begin
             counter <= 0;
             lfsr <= {lfsr[6:0], lfsr[7] ^ lfsr[5] ^ lfsr[4] ^ lfsr[3]};
             temperature <= temperature + $signed({1'b0, lfsr[1:0]}) - 12'sd2;
             valid <= 1;
          end
       end
    end
endmodule
`timescale 1ns / 1ps  
module uart_tx2 #(
   parameter CLK_FREQ = 100_000_000, 
   parameter BAUD     = 115200
)(
    input logic clk,
    input logic rst,
    input logic moving,
    output logic tx,
    output logic busy
);
    localparam DIV = CLK_FREQ / BAUD;
    logic [15:0] div_count;
    logic [3:0] bit_count;
    logic [9:0] shift;
    logic send_pulse;
    logic [23:0] send_counter;
    always_ff@(posedge(clk), posedge(rst)) begin
       if(rst) begin                         
          send_counter <= 0;
          send_pulse <= 0;
       end
       else begin
          send_counter <= send_counter + 1;
          if(send_counter >= 10_000_000) begin  
             send_counter <= 0;
             send_pulse <= 1;
          end 
          else begin
             send_pulse <= 0;
          end
       end
    end
    always_ff@(posedge(clk), posedge(rst)) begin
       if(rst) begin                         
          tx <= 1'b1;
          busy <= 0;
          div_count <= 0;
          bit_count <= 0;
          shift <= 10'b1111111111;
       end
       else if(send_pulse && !busy) begin
          shift <= {1'b1, (moving ? "M" : "S"), 1'b0};  
          busy <= 1;
          div_count <= 0;
          bit_count <= 0;
       end
       else if(busy) begin
          if(div_count == DIV-1) begin
             div_count <= 0;
             tx <= shift[0];
             shift <= {1'b1, shift[9:1]};
             bit_count <= bit_count + 1;
             if(bit_count == 9)
                busy <= 0;
          end
          else
             div_count <= div_count + 1;
       end
    end
endmodule

===== /design/flow/run.sh =====
#!/bin/bash
# OpenROAD 26Q1-2900-gdf79404cd8, Yosys 0.63+post, stock flow scripts
make -C /OpenROAD-flow-scripts/flow DESIGN_CONFIG=/design/flow/config.mk WORK_HOME=/design/flow/orfs finish

===== /design/flow/config.mk =====
export PLATFORM = sky130hd
export DESIGN_NAME = motion_aware_study_timer_top
export DESIGN_NICKNAME = motion_aware_study_timer_top
export VERILOG_FILES = /design/flow/design.v
export SDC_FILE = /design/flow/constraint.sdc
export NUM_CORES = 4
export LEC_CHECK = 1
export CORE_UTILIZATION = 30

===== /design/flow/constraint.sdc =====
current_design motion_aware_study_timer_top

set clk_period 4.6
set clk_io_pct 0.2

create_clock -name clk0 -period $clk_period [get_ports {clk}]

set non_clock_inputs [all_inputs -no_clocks]
set_input_delay [expr $clk_period * $clk_io_pct] -clock clk0 $non_clock_inputs
set_output_delay [expr $clk_period * $clk_io_pct] -clock clk0 [all_outputs]

==> impl_metrics.csv <==
group,metric,value,unit
power,ir_drop,0.000157,V
layout,drive_above_1_share,11.8,%
global_route,grtUsageTotal,12.1,%
floorplan,core,0.00986,mm²
power,power_density,236,mW/mm²
power,power_switching,0.000166,W
power,p_leak,1.30,nW
timing,setup-tns-final,0,ps
routing,drt-pass1-iter-count,4,
clocking,clkTransAtPathRegs,100,ps
power,clkPwrFrac,34.4,%
placed_design,hpwl,3910,µm
worst_setup_path,cpMaxStageDelayCell,"dfstp_2",
global_route,grt_max_degree,37,
routing,vias_per_cell,5.17,
floorplan,die_area,0.0107,mm²
placed_design,dp_cells,446,
placed_design,gp_congestion,0.904,
worst_setup_path,crit_chain,"clkdlybuf4s50_1",
clocking,clockRootBuffer,"clkbuf_8",
worst_setup_path,crit_fanout,2,
logic_synthesis,synth_flops,56,
routing,drt-initial-drc-count,94,
global_route,grt_pass1_wl,10100,µm
worst_setup_path,cp_top_family,"flip-flops",
clocking,hold_buffers,0,
min_path,hold_class,"reg -> reg",
timing,fin_crit,2230,ps
routing,post_drt_wl_per_cell,13.0,µm
timing,slew_headroom,48.3,%
layout,layout_top_cell,"dfrtp_1",
logic_synthesis,synth-edff-count,0,
global_route,gr-total-overflow,0,
logic_synthesis,synth.avg_cell_area,9.50,µm²
worst_setup_path,endpoint_kind,"output port",
worst_setup_path,worstPathArrival,1310,ps
floorplan,io_pins,16,
timing,final_max_slew_viol_count,0,
power,seqPwrFrac,64.2,%
clocking,clock-sinks,56,
logic_synthesis,synthCells,325,
layout,area_delta_synth_final,5.23,%
layout,stdcell_count,454,
floorplan,die_h,103,µm
global_route,grt_pass1_vias,2108,
job,openroad.warnings,28,
timing,post-route-period-util,48.5,%
clocking,cts.htree.levels,2,
logic_synthesis,synth_area,0.00309,mm²
power,p_int,0.000601,W
timing,rsz0062_at_grt,"no",
logic_synthesis,flop_cell,"dfrtp_1",
timing,hold_viol,0,
timing,worst-slew-pin-transition,775,ps
clocking,post_cts_resized,0,
logic_synthesis,ys_cells,325,
clocking,cts_max_path_buffers,2,
logic_synthesis,yosys_area,0.00309,mm²
floorplan,rows,36,
timing,finalSetupViolations,0,
floorplan,die_x,103,µm
worst_setup_path,cp_num_buf_inv,1,
worst_setup_path,worst_ep_required_time,3680,ps
timing,finalClockSkew,12.6,ps
worst_setup_path,slowest_delay,540,ps
clocking,numCtsBuffers,5,
power,combPwrFrac,1.5,%
logic_synthesis,synthDistinctLibCells,55,
logic_synthesis,async_reset_ff_share,100,%
clocking,cts_setup_buffers,0,
routing,route.detailed.drc,0,
timing,fmax,448,MHz
worst_setup_path,cp-start-kind,"flop",
power,p_sw_share,21.7,%
routing,vias,2348,
global_route,antenna_found_initial,0,
worst_setup_path,crit_type,"reg -> out",
layout,num-fill-cells,1015,
clocking,cts_tree,"done",
layout,lay_top_cells,"46 x dfrtp_1, 30 x nand3_1, 25 x nand2_1",
layout,utilization,32.9,%
placed_design,portBuffers,2,
job,drv_cap,0,
logic_synthesis,postSynthSeqShare,45.8,%
routing,drt_wl_total,5890,µm
floorplan,fp_util,31.3,%
logic_synthesis,yosysWarnings,5,
outcome,status,"finished clean",
routing,diodes,0,
clocking,clk_latency,310,ps
routing,antenna_left,0,
==> synth_stat cells, types with 3 or more instances <==
cell type | number | area share, %
or3_1 | 3 | 0.61
xnor2_1 | 5 | 1.4
nor2_1 | 19 | 2.3
o31ai_1 | 7 | 1.7
nand3_1 | 30 | 4.9
nand2_1 | 25 | 3.0
o211ai_1 | 5 | 1.2
or4_1 | 6 | 1.5
clkbuf_1 | 6 | 0.73
a31oi_1 | 14 | 2.8
a31o_2 | 3 | 0.85
buf_2 | 7 | 1.1
ha_1 | 5 | 2.0
inv_1 | 12 | 1.5
nor4_1 | 3 | 0.61
nor3_1 | 8 | 1.3
buf_4 | 15 | 3.6
and4_1 | 5 | 1.4
nand4_1 | 12 | 2.4
o21ai_0 | 16 | 2.6
dfstp_2 | 10 | 8.5
and3_1 | 5 | 1.0
dfrtp_1 | 46 | 37
a21oi_1 | 8 | 1.3
xor2_1 | 9 | 2.6
==> registers in the layout, indices dropped and copies added, names as in the netlist <==
name	cells
uart.busy	1
uart.tx	1
uart.send_counter	24
uart.bit_count	4
uart.shift	9
uart.send_pulse	1
uart.div_count	16
==> stage by stage <==
stage,instance area (µm²),total power [W],worst slack [ps],hold slack (ps)
after CTS,3250,0.000783,2350,460
after floorplan,3130,0.000517,2330,435
after global routing,3250,0.000799,2160,499
after detailed placement,3160,0.000514,2310,445
after global placement,3160,0.000514,2300,444
final,3250,0.000767,2370,459
==> kinds of logic (layout without fill, tap and decap cells) <==
family,after synthesis,in the layout,share of synthesized area [%]
AND/OR/NAND/NOR,136,136,25.2
AND-OR/OR-AND,69,69,14.7
adder cells (fa/ha/maj),5,5,2.03
buffers and inverters,41,26,7.33
flip-flops,56,56,45.8
other,2,13,0.243
multiplexers,2,2,0.689
XOR/XNOR,14,14,3.97
==> worst min-delay path: cells and delay by family (launching register included) <==
family	cells	cell delay [ps]
flops	1	380
simple gates	2	80
==> layout make-up <==
type	count	area, µm²	area share, %
Clock buffer	6	72.6	2.23
Multi-Input combinational cell	239	1490	45.8
Clock inverter	2	12.5	0.385
Timing Repair Buffer	6	50.0	1.54
Sequential cell	56	1410	43.5
Tap cell	133	166	5.12
Inverter	12	45.0	1.39
==> routing by layer <==
metal  global-route usage [%]  wire (µm)  vias up
li1                         -          -     1163
met1                     18.9       2940     1152
met5                        0          0        -
met3                     1.78        146        4
met2                     19.2       2760       29
met4                    0.758         32        0
==> power groups by stage <==
stage / sequential, W / combinational, W / clock (W)
6_report: 0.000492 / 0.0000112 / 0.000264
5_1_grt: 0.000493 / 0.0000138 / 0.000293
4_1_cts: 0.000492 / 0.0000120 / 0.000278
==> worst paths after layout <==
path	from	cells past startpoint	endpoint	slack, ps
max	uart.tx	1	uart_tx_o	2370
min	uart.shift[8]	2	uart.shift[8]	460
max reg2reg	uart.div_count[0]	5	uart.tx	2410
min in group asynchronous	rst	2	uart.send_counter[20]	1070
min reg2reg	uart.shift[8]	2	uart.shift[8]	460
max in group asynchronous	rst	3	uart.shift[4]	2710
Power is estimated from default activity; no workload was simulated.
